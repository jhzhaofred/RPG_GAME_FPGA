==> flow/design.v <==
`timescale 1ns / 1ps
module game_engin( input clk,
						 input collision_detected,  
						 input [1:0] player_choice,  
						 input [1:0] enemy_choice,
						 input  player_turn, 
						 input  attacker_turn,
						 output reg [7:0] player_HB,  
						 output reg [7:0] enemy_HB,
						 output reg [4:0] player_remained_sword, 
						 output reg [4:0] player_remained_baseballbat, 
						 output reg [4:0] enemy_remained_sword,
						 output reg [4:0] enemy_remained_baseballbat,
						 output reg player_win,
						 output reg enemy_win
    );
parameter P=2'b00, K=2'b01, S=2'b10, B=2'b11;
reg [7:0] pun_var, kick_var, bat_var, sword_var; 
initial
begin
player_HB = 8'd100;
enemy_HB = 8'd100;
end
initial
begin 
player_remained_sword = 5'd4;
player_remained_baseballbat = 5'd3;
enemy_remained_sword = 5'd4;
enemy_remained_baseballbat = 5'd3;
end
always @(posedge clk)
begin
pun_var = $random%3;
kick_var = $random%5;
bat_var = $random%7;
sword_var = $random%9;
if (player_HB == 0)
		enemy_win = 1'b1;
else if (enemy_HB == 0)
		player_win = 1'b1;
end
always @(posedge clk)
begin
if(collision_detected == 1)
begin
if (player_turn == 1)
begin
		case (player_choice)
			P: begin
					if (pun_var > 8'h02)
						enemy_HB = enemy_HB - ( 8'd10 - (~pun_var + 1));
					else
						enemy_HB = enemy_HB -( 8'd10 + pun_var);  
			end
			K:begin
					if (bat_var > 8'h06)
						enemy_HB = enemy_HB -( 8'd30 - (~bat_var + 1));
					else
						enemy_HB = enemy_HB - (8'd30 + bat_var);  
			end
			S:begin
				if (player_remained_sword > 0)
				begin
					if (sword_var > 8'h08)
						enemy_HB = enemy_HB -( 8'd40 - (~sword_var + 1));
					else
						enemy_HB = enemy_HB - ( 8'd40 + sword_var);  
					player_remained_sword = player_remained_sword - 1;
				end
			end
			B:begin
				if (player_remained_baseballbat > 0)
				begin
					if (sword_var > 8'h08)
						enemy_HB = enemy_HB -( 8'd40 - (~sword_var + 1));
					else
						enemy_HB = enemy_HB - ( 8'd40 + sword_var);  
				end
					player_remained_baseballbat = player_remained_baseballbat - 1;
				end
		endcase
end
end
end
always @(posedge clk)
begin
if(collision_detected == 1)
begin
if (attacker_turn == 1)
begin
		case (enemy_choice)
			P: begin
					if (pun_var > 8'h02)
						player_HB = player_HB - ( 8'd10 - (~pun_var + 1));
					else
						player_HB = player_HB -( 8'd10 + pun_var);  
			end
			K:begin
					if (bat_var > 8'h06)
						player_HB = player_HB -( 8'd30 - (~bat_var + 1));
					else
						player_HB = player_HB - (8'd30 + bat_var);  
			end
			S:begin
				if (enemy_remained_sword > 0)
				begin
					if (sword_var > 8'h08)
						player_HB = player_HB - ( 8'd40 - (~sword_var + 1));
					else
						player_HB = player_HB - ( 8'd40 + sword_var);  
					enemy_remained_sword = enemy_remained_sword - 1;
				end
			end
			B:begin
				if (enemy_remained_baseballbat > 0)
				begin
					if (sword_var > 8'h08)
						player_HB = player_HB -( 8'd40 - (~sword_var + 1));
					else
						player_HB = player_HB - ( 8'd40 + sword_var);  
				end
					enemy_remained_baseballbat = enemy_remained_baseballbat - 1;
				end
		endcase
end
end
end
endmodule
==> flow/run.sh <==
#!/bin/bash
# OpenROAD 26Q1-2900-gdf79404cd8, Yosys 0.63+post, stock flow scripts
make -C /OpenROAD-flow-scripts/flow DESIGN_CONFIG=/design/flow/config.mk WORK_HOME=/design/flow/orfs finish
==> flow/config.mk <==
export PLATFORM = sky130hd
export DESIGN_NAME = game_engin
export DESIGN_NICKNAME = game_engin
export VERILOG_FILES = /design/flow/design.v
export SDC_FILE = /design/flow/constraint.sdc
export NUM_CORES = 4
export LEC_CHECK = 1
export CORE_UTILIZATION = 30
==> flow/constraint.sdc <==
current_design game_engin

set clk_period 4.0
set clk_io_pct 0.2

create_clock -name clk0 -period $clk_period [get_ports {clk}]

set non_clock_inputs [all_inputs -no_clocks]
set_input_delay [expr $clk_period * $clk_io_pct] -clock clk0 $non_clock_inputs
set_output_delay [expr $clk_period * $clk_io_pct] -clock clk0 [all_outputs]
==> flow_metrics.env <==
# yosys + openroad results
export IMPL_status="complete, no violations"
export IMPL_drtIter0Drc=26
export IMPL_post_route_cell_area_sq_mm=0.00183
export IMPL_syn_avg_cell_area_sq_um=13.1
export IMPL_hold_end="player_HB[5]$_DFFE_PP_"
export IMPL_antennaDiodeCount=0
export IMPL_hold_slack_ns=0.448
export IMPL_worstSkewPairLatency_ns=0.27
export IMPL_wire_per_inst_microns=11.3
export IMPL_gp_congestion=0.738
export IMPL_fin_crit_sh=0.547
export IMPL_ys_types=17
export IMPL_slew_headroom=0.488
export IMPL_worst_slew_pin_slew_ns=0.768
export IMPL_timing_rr_start="player_remained_sword[0]$_DFFE_PP_"
export IMPL_placed_cell_area_sq_mm=0.00175
export IMPL_grt_pass1_vias=846
export IMPL_core_area_sq_mm=0.00441
export IMPL_dp_cells=183
export IMPL_synth_seq_share=0.649
export IMPL_ys_cells=106
export IMPL_cts_made_buffers=5
export IMPL_cp_max_fo=5
export IMPL_rows=24
export IMPL_grt_antenna_before_repair=0
export IMPL_cp_buffers_inverters=1
export IMPL_hold_path_startpoint="player_HB[5]$_DFFE_PP_"
export IMPL_layout_drive_gt1_share=0.0652
export IMPL_worstReg2RegEnd="enemy_HB[3]$_DFFE_PP_"
export IMPL_die_area_sq_mm=0.00491
export IMPL_grt_start_max_net_pins=10
export IMPL_cp_required_ns=3.91
export IMPL_hpwl_microns=1660
export IMPL_startpoint_type="primary input"
export IMPL_worst_ir_drop_vdd_mv=0.123
export IMPL_clock_sinks=30
export IMPL_ios=46
export IMPL_drc=0
export IMPL_hp_class="reg -> reg"
export IMPL_arrival_ns=2.09
export IMPL_critPathTopFamily="AND-OR/OR-AND gates"
export IMPL_die_w_microns=70.0
export IMPL_fin_skew_ns=0.00366
export IMPL_setup_viol=0
export IMPL_first_pass_iters=4
export IMPL_fillers=410
export IMPL_maxCapViolCount=0
export IMPL_path_clk_slew_ns=0.06
export IMPL_postCtsSetupRepairBufs=0
export IMPL_syn_inst=106
export IMPL_grt_pass1_wl_microns=3770
export IMPL_yosys_warnings=3
export IMPL_clockBufferDepth=2
export IMPL_routed_wl_microns=2160
export IMPL_grt_total_usage=0.100
export IMPL_cpPeakStageDelay_ns=0.66
export IMPL_min_path_cells=0
export IMPL_die_y_microns=70.0
export IMPL_final_core_util=0.414
export IMPL_cts_tree="done"
export IMPL_cts_hold_buf=0
export IMPL_overflow=0
export IMPL_most_common_layout_cells="clkdlybuf4s50_1 (37), edfxtp_1 (30), inv_1 (14)"
export IMPL_wl_met2_microns=967
export IMPL_crit_type="in -> reg"
export IMPL_fp_util=0.315
export IMPL_ant_nets=0
export IMPL_syn_area_sq_mm=0.00139
export IMPL_setup_tns_ns=0
export IMPL_wl_met1_microns=982
export IMPL_cts_htree_levels=2
export IMPL_path_cells="clkdlybuf4s50_1 -> and2_1 -> a221oi_1"
export IMPL_areaGrowthSynthToFinish_pct=31.6
export IMPL_yosys_area_sq_mm=0.00139
export IMPL_power_density_mw_per_mm2=333
export IMPL_crit_path_top_delay_cell="a221oi_1"
export IMPL_instances_no_fill=190
export IMPL_r2r_cells=4
export IMPL_crit_start="player_choice[0]"
export IMPL_fmax_mhz=457
export IMPL_synth_seq_cells=30
export IMPL_met3_length_microns=172
export IMPL_reg2reg_slack_ns=2.09
export IMPL_num_vias=811
export IMPL_slew_viol_final=0
export IMPL_finalHoldViolCount=0
export IMPL_io_buffers=37
export IMPL_viasPerCell=4.27
export IMPL_rsz0062_at_grt="false"
export IMPL_cts_root_buf="clkbuf_8"
export IMPL_end_kind="flip-flop"
export IMPL_maxUsedRoutingLayer="met4"
export IMPL_log_warning_count=25
export IMPL_cts_resized=0
export IMPL_fin_crit_ns=2.19
export IMPL_mostFrequentLayoutCell="clkdlybuf4s50_1"
export IMPL_power_leakage_nw=0.700
## worst max-delay path by stage
stage         slack, ns                    end  cells after the start
CTS                1.81  enemy_HB[3]$_DFFE_PP_                      3
global route       1.70  enemy_HB[5]$_DFFE_PP_                      3
finish             1.81  enemy_HB[3]$_DFFE_PP_                      3
## logic make-up (layout without fill, tap and decap cells)
| logic type | Yosys count | in the layout | synth area share |
|---|---|---|---|
| AND-OR/OR-AND | 2 | 2 | 0.0126 |
| XOR/XNOR | 12 | 12 | 0.0757 |
| adder cells (fa/ha/maj) | 4 | 4 | 0.0360 |
| buffers and inverters | 32 | 58 | 0.108 |
| flip-flops | 30 | 30 | 0.649 |
| other | 2 | 8 | 0.00541 |
| AND/OR/NAND/NOR | 24 | 24 | 0.114 |
## final cells by class
| cell class | instances | area, sq um | area share |
|---|---|---|---|
| multi-input combinational | 50 | 360 | 0.197 |
| tap | 52 | 65.1 | 0.0356 |
| clock buffer | 5 | 68.8 | 0.0376 |
| sequential | 30 | 901 | 0.493 |
| timing repair buffer | 37 | 370 | 0.203 |
| clock inverter | 2 | 10.0 | 0.00548 |
| inverter | 14 | 52.6 | 0.0287 |
## worst reg2reg max path: cells and delay by family, from the launching register on
family | cells | cell delay [ns]
flops | 1 | 0.38
fa+ha+maj | 1 | 0.23
compound gates | 1 | 0.69
simple gates | 1 | 0.18
buf+inv | 1 | 0.07
## state kept, by name (all words and copies together), names as in the netlist
signal	cells
enemy_HB	5
enemy_remained_baseballbat	5
enemy_remained_sword	5
player_HB	5
player_remained_baseballbat	5
player_remained_sword	5
## power by group
part / total, mW / internal [mW] / leakage (nW) / switching, mW
Clock: 0.219 / 0.116 / 0.0438 / 0.103
Sequential: 0.358 / 0.353 / 0.276 / 0.00487
Combinational: 0.0318 / 0.0207 / 0.381 / 0.0111
## per-stage QoR
stage | power (mW) | setup slack (ns)
3_5_place_dp | 0.397 | 1.51
2_1_floorplan | 0.380 | 2.14
6_report | 0.609 | 1.81
3_3_place_gp | 0.396 | 1.58
5_1_grt | 0.637 | 1.70
4_1_cts | 0.621 | 1.81
## Yosys cell counts
master	count	area share
a221oi_1	2	0.013
nor2b_1	2	0.0090
nor2_1	2	0.0054
nor4b_2	2	0.022
inv_1	14	0.038
edfxtp_1	30	0.65
buf_4	8	0.043
nand2_1	2	0.0054
conb_1	2	0.0054
nor4b_1	2	0.013
nor3b_1	4	0.022
nor3_1	6	0.022
ha_1	4	0.036
nand3_1	2	0.0072
and2_1	2	0.0090
clkbuf_1	10	0.027
xor2_1	12	0.076
## layer usage
metal | global-route usage | vias up
met1 | 0.148 | 370
met2 | 0.150 | 37
met4 | 0.0156 | 0
li1 | - | 399
met5 | 0 | -
met3 | 0.0423 | 5
No activity file was given, so power comes from the tool's default toggle rates.
