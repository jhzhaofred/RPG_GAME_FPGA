==> design.v <==
`timescale 1ns / 1ps
module Move_Module(
	input [19:0] e_position1,
	input [19:0] e_position2,
	input [19:0] e_position3,
	input [19:0] e_position4,
	input [19:0] e_position5,
	input clk,
	input [3:0] inputs,
	input win,
	output reg enemyCollide,
	output reg [2:0] CON,
	output [19:0] newPosition
    );
	reg [9:0] a_hpos = 180;
   reg [9:0] a_vpos = 32; 
	assign newPosition = {a_hpos,a_vpos};
	wire [5:0] pblockposx1, pblockposy1, pblockposx2, pblockposy2, pblockposx3, pblockposy3, pblockposx4, pblockposy4;
	wire wallCollide, wallCollide1, wallCollide2, wallCollide3;	
	wire [2:0] enemyCollideWire1, enemyCollideWire2, enemyCollideWire3, enemyCollideWire4, enemyCollideWire5;
	wire anyEnemyUp, anyEnemyDown, anyEnemyLeft, anyEnemyRight;
	reg [0:299] collisionMatrix = 300'b101111111111111111111000000000001000000111111111111010101101100000100010101001011010101110101010010110101000001010100101101011111110101101011010000010001000010110111110101010100101101000001010001001011010111110101111010110100010001010000101101110111111101011011000100000000010000111111111111111111101;
	assign wallCollide1 =  collisionMatrix[pblockposy1 * 20 + pblockposx1] ? 1'b1 : 1'b0;
	assign wallCollide2 =  collisionMatrix[pblockposy2 * 20 + pblockposx2] ? 1'b1 : 1'b0;
	assign wallCollide3 =  collisionMatrix[pblockposy3 * 20 + pblockposx3] ? 1'b1 : 1'b0;
	assign wallCollide4 =  collisionMatrix[pblockposy4 * 20 + pblockposx4] ? 1'b1 : 1'b0;
	WallCollisionDetection  cd1({a_hpos, a_vpos}, pblockposx1, pblockposy1, pblockposx2, pblockposy2, pblockposx3, pblockposy3, pblockposx4, pblockposy4);
	collisionDetection		cd2({a_hpos, a_vpos}, e_position1, enemyCollideWire1);
	collisionDetection		cd3({a_hpos, a_vpos}, e_position2, enemyCollideWire2);
	collisionDetection		cd4({a_hpos, a_vpos}, e_position3, enemyCollideWire3);
	collisionDetection		cd5({a_hpos, a_vpos}, e_position4, enemyCollideWire4);
	collisionDetection		cd6({a_hpos, a_vpos}, e_position5, enemyCollideWire5);
	assign anyEnemyUp    = (enemyCollideWire1 == 3'd1) || (enemyCollideWire2 == 3'd1) || (enemyCollideWire3 == 3'd1) || (enemyCollideWire4 == 3'd1) || (enemyCollideWire5 == 3'd1);
	assign anyEnemyDown  = (enemyCollideWire1 == 3'd2) || (enemyCollideWire2 == 3'd2) || (enemyCollideWire3 == 3'd2) || (enemyCollideWire4 == 3'd2) || (enemyCollideWire5 == 3'd2);
	assign anyEnemyLeft  = (enemyCollideWire1 == 3'd3) || (enemyCollideWire2 == 3'd3) || (enemyCollideWire3 == 3'd3) || (enemyCollideWire4 == 3'd3) || (enemyCollideWire5 == 3'd3);
	assign anyEnemyRight = (enemyCollideWire1 == 3'd4) || (enemyCollideWire2 == 3'd4) || (enemyCollideWire3 == 3'd4) || (enemyCollideWire4 == 3'd4) || (enemyCollideWire5 == 3'd4);
	always@(posedge clk) begin
		case(inputs)
				4'b1000: a_vpos <= wallCollide1 ? a_vpos : anyEnemyUp ? a_vpos  + 3'd2   : a_vpos - 3'd2;  
				4'b0100: a_vpos <= wallCollide3 ? a_vpos : anyEnemyDown ? a_vpos - 3'd2  : a_vpos + 3'd2;  
				4'b0010: a_hpos <= wallCollide4 ? a_hpos : anyEnemyLeft ? a_hpos + 3'd2  : a_hpos - 3'd2;  
				4'b0001: a_hpos <= wallCollide2 ? a_hpos : anyEnemyRight ? a_hpos - 3'd2 : a_hpos + 3'd2;  
		endcase
		if(anyEnemyUp || anyEnemyDown || anyEnemyLeft || anyEnemyRight) begin
			enemyCollide <= 1'b1;
		end
		else begin
			enemyCollide <= 1'b0;
		end
		CON = 	 enemyCollideWire1 ? 1 : 
					 enemyCollideWire2 ? 2 : 
					 enemyCollideWire3 ? 3 : 
					 enemyCollideWire4 ? 4 : 
					 enemyCollideWire5 ? 5 : CON;
	end
endmodule
`timescale 1ns / 1ps
module WallCollisionDetection(position, pblockposx1, pblockposy1, pblockposx2, pblockposy2, pblockposx3, pblockposy3, pblockposx4, pblockposy4);
	input [19:0] position;
	output [5:0] pblockposx1, pblockposy1, pblockposx2, pblockposy2, pblockposx3, pblockposy3, pblockposx4, pblockposy4;
	assign pblockposx1 = (position[19:10] - 10'd144)/10'd32;
	assign pblockposy1 = (position[9:0] - 10'd31 - 5'd2)/10'd32;
	assign pblockposx2 = (position[19:10] - 10'd144 + 10'd16 + 5'd2)/10'd32;
	assign pblockposy2 = (position[9:0] - 10'd31)/10'd32;
	assign pblockposx3 = (position[19:10] - 10'd144)/10'd32;
	assign pblockposy3 = (position[9:0] - 10'd31 + 10'd16 + 5'd2)/10'd32;
	assign pblockposx4 = (position[19:10] - 10'd144 - 5'd2)/10'd32;
	assign pblockposy4 = (position[9:0] - 10'd31)/10'd32;
endmodule
`timescale 1ns / 1ps
module collisionDetection(position, e_position, pblockposx, pblockposy, enemyCollide);
	input [19:0] position;
	input [19:0] e_position;
	output [5:0] pblockposx, pblockposy;
	output reg enemyCollide;
	initial begin
		enemyCollide = 1'b0;
	end
	assign pblockposx = position[19:10]/10'd16;
	assign pblockposy = position[9:0]/10'd16;
	always @ (position or e_position) begin
		if(e_position[19:10] >= position[19:10] && e_position[19:10] <= position[19:10] + 10'd16) begin
			if(e_position[9:0] >= position[9:0] && e_position[9:0] <= position[9:0] + 10'd16) begin
				enemyCollide <= 1'b1;
			end
			else if(e_position[9:0] <= position[9:0] && e_position[9:0] + 10'd16 >= position[9:0]) begin
  				enemyCollide <= 1'b1;
			end
			else
				enemyCollide <= 1'b0;
		end	
		else if(position[19:10] >= e_position[19:10] && position[19:10] <= e_position[19:10] + 10'd16) begin
			if(e_position[9:0] >= position[9:0] && e_position[9:0] <= position[9:0] + 10'd16) begin
				enemyCollide <= 1'b1;
			end
			else if(e_position[9:0] <= position[9:0] && e_position[9:0] + 10'd16 >= position[9:0]) begin
  				enemyCollide <= 1'b1;
			end
			else
				enemyCollide <= 1'b0;
		end
		else
			enemyCollide <= 1'b0;
	end
endmodule
==> run.sh <==
#!/bin/bash
# OpenROAD 26Q1-2900-gdf79404cd8, Yosys 0.63+post, stock flow scripts
make -C /OpenROAD-flow-scripts/flow DESIGN_CONFIG=/design/flow/config.mk WORK_HOME=/design/flow/orfs finish
==> config.mk <==
export PLATFORM = sky130hd
export DESIGN_NAME = Move_Module
export DESIGN_NICKNAME = Move_Module
export VERILOG_FILES = /design/flow/design.v
export SDC_FILE = /design/flow/constraint.sdc
export NUM_CORES = 4
export LEC_CHECK = 1
export CORE_UTILIZATION = 40
==> constraint.sdc <==
current_design Move_Module

set clk_period 11.2
set clk_io_pct 0.2

create_clock -name clk0 -period $clk_period [get_ports {clk}]

set non_clock_inputs [all_inputs -no_clocks]
set_input_delay [expr $clk_period * $clk_io_pct] -clock clk0 $non_clock_inputs
set_output_delay [expr $clk_period * $clk_io_pct] -clock clk0 [all_outputs]
==> summary.txt <==
The implementation run finished. The run finished with clean final reports. Final max-slew violation count landed at 0. Number of violations of the max-capacitance limit landed at 0. Per the STA report, the cell with the highest stage delay on the worst path is edfxtp_1. The number of antenna diodes in the final layout is 0. Per the repair_timing log after CTS, setup buffers inserted total 0. The first global-routing pass estimated 27450 µm of wire. According to the timing report, the critical path is launched from a_hpos[4]$_DFFE_PP_. Gate count after technology mapping landed at 875. Setup repair after global routing left no endpoint under its margin. Note that the worst hold path type here is reg2reg.

Final sum of negative setup slack landed at 0 ns. Clock tree synthesis selected as its root buffer the cell clkbuf_16. Along the worst hold path, the cell count comes to 1. Port buffering added 23 buffers.

According to the floorplan report, the total die area is 16200 µm². The floorplan step defined a core boundary enclosing about 15000 µm². Clock edge transition at the registers on the reported setup and hold paths landed at 0.06 ns.

The via count of the first global-routing pass is between 5000 and 6000. In the Yosys report the total cell count is 875. STA puts the critical path data required time at 11.16 ns. For the finished layout, the period the worst path requires is 6.302 ns.

Per the synth stats, the proportion of register bits with asynchronous set or reset is 0%. Number of DRC violations after detailed routing landed at 0. Number of synthesized register bits landed at 19. Longest individual stage delay on the worst path landed at 0.58 ns. Per the timing report, the achievable frequency comes out to 158.7 MHz. From left edge to right edge, the die measures 127.3 µm. TritonCTS created 3 clock buffers.

Among all cell types in the netlist, the one instantiated most often is ha_1. Before CTS, the worst setup slack after placement is 4.994 ns. Hold buffer count at cts landed at 0. Total track usage landed at 20.62%.

Number of primary I/O pins landed at roughly 130. The worst setup path is launched from a register. The final report gives the core utilization as 44.03%.

The number of antenna violations at the first check in global routing is 0. Between clock sinks in the finished design, the worst skew comes to 0.001837 ns. Post-synthesis instance area landed at 6279 µm². From bottom edge to top edge, the die measures 127.3 µm. The pin closest to its max-slew limit shows a slew of a little over 0.8 ns.

Counting distinct cell types in the post-synthesis netlist gives 87. Ratio of routed vias to standard cells landed at 5.747. The report lists the number of cells resized after CTS as 0.

The final timing report lists a hold violation count of 0. H-tree depth landed at 1. For reference, the critical path cell chain is inv_1 -> ha_1 -> xor2_2 -> buf_4 -> inv_2 -> nor3_4 -> nor2_2 -> inv_1 -> ha_1 -> a21oi_1 -> xnor2_1 -> nor2_1 -> o21ai_0 -> o311ai_1 -> o211ai_1 -> o21ai_0 -> a2111oi_2 -> a211oi_2 -> nor4_2 -> buf_4.

In the synthesis report, Yosys lists the chip area as approximately 6300 µm². Number of enable flip-flop cells landed at 18. The count of nets left with antenna violations once routing finished came out at 0. OpenROAD warning count landed at 144. Sorting the synthesized cells by how often they occur yields ha_1 (73), nand2_1 (72), a21oi_1 (71). Total placed instance area landed at 6639 µm². Synthesis warning total landed at 8. For the worst reg-to-reg path, the startpoint reported by OpenROAD is a_hpos[4]$_DFFE_PP_.

Per the gpl log, the routability congestion estimate is 0.8802. Final setup violation count landed at 0. The share of the core area taken by cells at floorplan is 41.15%.

Fraction of post-synthesis cell area in the top cell type by area landed at between 10% and 20%. Before antenna repair, the detailed router went through 5 iterations. TritonCTS built the clock tree. The critical path in this run is classified as reg2reg. Violation count after the first detailed-route iteration landed at 489. STA classifies the critical path endpoint as a register. Ratio of cells with drive above 1 in the final layout landed at 6.134%. Entering global routing, the biggest net connects 36 pins.

The synthesized design spends more area on one cell type than any other, namely ha_1. Post-synth the commonest register cell is edfxtp_1. Relative to the synthesized area, the layout overhead comes to 7.015%. Share of the clock period used by the worst path after layout landed at 56.27%.

Global routing finished with a remaining overflow of 0. Buffer depth of the longest clock path landed at 2. In this run the mean area of a mapped cell was about 7.2 µm². Design area landed at 6719 µm². According to the floorplan log, the row count is ~45.

Number of sinks on the clock net landed at 19. Insertion delay of the later-clocked pin in the worst-skew pair landed at 0.25 ns. In the post-synthesis netlist, the biggest area contributors are ha_1 (15%), edfxtp_1 (8.6%), xnor2_1 (8.0%). Logic depth of the worst register-to-register path landed at 20. The routed design has approximately 16000 µm of wire. Sequential cell area fraction in the yosys report landed at between 8 and 9%. Tightest slew margin relative to the limit landed at a little under half. Placed wire-length estimate landed at 11950 µm. The OpenROAD report gives the critical path a data arrival time of 6.26 ns. The report shows a maximum critical-path fanout of 31. TritonRoute output was used to compute an average wire per cell of 15.10 µm.

Looking at hold timing, the worst path starts from a_hpos[9]$_DFFE_PP_. Setup slack closes at roughly 4.9 ns. Routed via count landed at roughly 6200.
-- metal layers --
layer / share of wire, % / wire length, µm / track usage (%) / up-vias
met5: 0 / 0 / 0 / -
met4: 0.46 / 74 / 1.611 / 0
met3: 3.4 / 546 / 0.8106 / 4
met2: 45 / 7257 / 31.76 / 140
met1: 51 / 8360 / 33.45 / 2821
li1: - / - / - / 3213
-- flip-flops by register name, summed over array words and instances (netlist names) --
name          flops
a_hpos            9
a_vpos            9
enemyCollide      1
-- path summary, 6_finish.rpt --
kind                            slack, ns                  end
worst min register to register       0.63  a_hpos[9]$_DFFE_PP_
worst max-delay path                 4.90  a_hpos[7]$_DFFE_PP_
worst max register to register       4.90  a_hpos[7]$_DFFE_PP_
worst min-delay path                 0.63  a_hpos[9]$_DFFE_PP_
-- layout by cell type, fill, tap and decap left out, types with 13 or more instances in the layout --
master and count:
ha_1 73, nand2_1 72, a21oi_1 71, o21ai_0 70, xnor2_1 57, inv_1 55, nor2_1 51, nor3_1 34
nand3_1 29, xor2_1 23, clkdlybuf4s50_1 23, buf_4 19, edfxtp_1 18, a31oi_1 14, nand2b_1 13, nand4_1 13
-- logic make-up (layout without fill, tap and decap cells) --
kind of cell,count (synthesis),count (layout),synth area share [%]
AND-OR/OR-AND,286,286,30.23
XOR/XNOR,85,85,12.91
adder cells (fa/ha/maj),76,76,15.50
buffers and inverters,118,104,8.150
flip-flops,19,19,8.928
multiplexers,9,9,1.495
other,2,5,0.1196
AND/OR/NAND/NOR,280,280,22.66
-- worst max-delay path, delay by kind of cell, from the launching register on --
kind,cells,cell delay (ns)
AOI/OAI and AO/OA,7,1.54
buffers and inverters,5,1.53
and+or+nand+nor,4,1.06
adders and majority gates,2,0.68
DFF,1,0.58
xor gates and xnor gates,2,0.56
-- per-stage QoR --
step	hold WS (ns)	std cells
6_report	0.6277	1075
5_1_grt	0.6529	1075
4_1_cts	0.6379	1075
3_5_place_dp	0.6153	1071
3_3_place_gp	0.6218	1071
2_1_floorplan	0.5718	878
-- area by class of cell --
| type | count | area (µm²) |
|---|---|---|
| clock inverters | 1 | 5.005 |
| clock buffers | 3 | 75.07 |
| fillers | 1553 | 8539 |
| well taps | 211 | 264.0 |
| inverters | 58 | 217.7 |
| multi-input cells | 741 | 5224 |
| flip-flops and latches | 19 | 560.5 |
| repair buffers | 42 | 372.9 |
