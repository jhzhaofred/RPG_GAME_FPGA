--- ./design.v ---
`timescale 1ns / 1ps
module new_game( input clk,
						 input collision_detected,  
						 input [1:0] player_choice,  
						 input [1:0] enemy_choice,
						 input  player_turn, 
						 input  attacker_turn,
						 output reg [7:0] player_HP,  
						 output reg [7:0] enemy_HP,
						 output reg [4:0] player_remained_sword, 
						 output reg [4:0] player_remained_baseballbat, 
						 output reg [4:0] enemy_remained_sword,
						 output reg [4:0] enemy_remained_baseballbat,
						 output reg player_win,
						 output reg enemy_win,
						 output reg [7:0] two_comp,
						 output reg [7:0] sword_var
    );
parameter P=2'b00, K=2'b01, B=2'b10, S=2'b11;
reg [7:0] pun_var, kick_var, bat_var;
initial
begin
player_HP = 8'd100;
enemy_HP = 8'd100;
end
initial
begin 
player_remained_sword = 5'd3;
player_remained_baseballbat = 5'd4;
enemy_remained_sword = 5'd3;
enemy_remained_baseballbat = 5'd4;
end
always @(posedge clk)
begin
pun_var = $random%3;
kick_var = $random%5;
bat_var = $random%7;
sword_var = $random%9;
if (player_HP == 0)
		enemy_win = 1'b1;
else if (enemy_HP == 0)
		player_win = 1'b1;
end
always @(posedge clk)
begin
if(collision_detected == 1)
begin
if (player_turn == 1)
begin
		case (player_choice)
			P: begin
					if (pun_var > 8'h02) begin
						if (enemy_HP < (~pun_var + 1))
							enemy_HP = 8'd0;
						else
							enemy_HP = enemy_HP - ( 8'd10 - (~pun_var + 1));  
					end
					else begin
						if (enemy_HP < pun_var)
							enemy_HP = 8'd0;
						else
							enemy_HP = enemy_HP - ( 8'd10 + pun_var);  
					end
			end
			K:begin
					if (kick_var > 8'h04) begin
						if (enemy_HP < (~kick_var + 1))
							enemy_HP = 8'd0;
						else
							enemy_HP = enemy_HP - ( 8'd20 - (~kick_var + 1));  
					end
					else begin
						if (enemy_HP < kick_var)
							enemy_HP = 8'd0;
						else
							enemy_HP = enemy_HP - (8'd20 + kick_var);  
					end
			end
			B:begin
				if (player_remained_baseballbat > 0)
				begin
					if (bat_var > 8'h06) begin
						if (enemy_HP < (~bat_var + 1))
							enemy_HP = 8'd0;
						else
							enemy_HP = enemy_HP - (8'd30 - (~bat_var + 1));
					end
					else begin
						if (enemy_HP < bat_var)
							enemy_HP = 8'd0;
						else
							enemy_HP = enemy_HP - (8'd30 + bat_var);  
					end
					player_remained_baseballbat = player_remained_baseballbat - 1;
				end
				end
			S:begin
				if (player_remained_sword > 0)
				begin
					if (sword_var > 8'h08) begin
						if (enemy_HP < (~sword_var + 1))
							enemy_HP = 8'd0;
						else
							enemy_HP = enemy_HP -( 8'd40 - (~sword_var + 1));
					end
					else begin
						if (enemy_HP < sword_var)
							enemy_HP = 8'd0;
						else
							enemy_HP = enemy_HP - ( 8'd40 + sword_var);  
					end
					player_remained_sword = player_remained_sword - 1;
					end
				end
		endcase
end
end
end
always @(posedge clk)
begin
if(collision_detected == 1)
begin
if (attacker_turn == 1)
begin
		case (enemy_choice)
			P: begin
					if (pun_var > 8'h02) begin
						if (player_HP < (~pun_var + 1))
							player_HP = 8'd0;
						else
							player_HP = player_HP - ( 8'd10 - (~pun_var + 1));
					end
					else begin
						if (player_HP < pun_var)
							player_HP = 8'd0;
						else
							player_HP = player_HP - ( 8'd10 + pun_var);  
					end
			end
			K:begin
					if (kick_var > 8'h04) begin
						if (player_HP < (~kick_var + 1))
							player_HP = 8'd0;
						else
							player_HP = player_HP - ( 8'd20 - (~kick_var + 1));
					end
					else begin
						if (player_HP < kick_var)
							player_HP = 8'd0;
						else
							player_HP = player_HP - (8'd20 + kick_var);  
					end
			end
			B:begin
				if (enemy_remained_baseballbat > 0)
				begin
					if (bat_var > 8'h06) begin
						if (player_HP < (~bat_var + 1))
								player_HP = 8'd0;
							else
								player_HP = player_HP -( 8'd30 - (~bat_var + 1));
					end
					else begin
						if (player_HP < bat_var)
							player_HP = 8'd0;
						else
							player_HP = player_HP - ( 8'd30 + bat_var);  
					end
					enemy_remained_baseballbat = enemy_remained_baseballbat - 1;
				end
			end
			S:begin
				if (enemy_remained_sword > 0)
				begin
					if (sword_var > 8'h08) begin
						if (player_HP < (~sword_var + 1))
							player_HP = 8'd0;
						else
							player_HP = player_HP - ( 8'd40 - (~sword_var + 1));
					end
					else begin
						if (player_HP < sword_var)
							player_HP = 8'd0;
						else
							player_HP = player_HP - ( 8'd40 + sword_var);  
					end
					enemy_remained_sword = enemy_remained_sword - 1;
				end
			end
		endcase
end
end
 two_comp = (~sword_var + 1);
end
endmodule
--- ./run.sh ---
#!/bin/bash
# OpenROAD 26Q1-2900-gdf79404cd8, Yosys 0.63+post, stock flow scripts
make -C /OpenROAD-flow-scripts/flow DESIGN_CONFIG=/design/flow/config.mk WORK_HOME=/design/flow/orfs finish
--- ./config.mk ---
export PLATFORM = sky130hd
export DESIGN_NAME = new_game
export DESIGN_NICKNAME = new_game
export VERILOG_FILES = /design/flow/design.v
export SDC_FILE = /design/flow/constraint.sdc
export NUM_CORES = 4
export LEC_CHECK = 1
export CORE_UTILIZATION = 50
--- ./constraint.sdc ---
current_design new_game

set clk_period 3.9
set clk_io_pct 0.2

create_clock -name clk0 -period $clk_period [get_ports {clk}]

set non_clock_inputs [all_inputs -no_clocks]
set_input_delay [expr $clk_period * $clk_io_pct] -clock clk0 $non_clock_inputs
set_output_delay [expr $clk_period * $clk_io_pct] -clock clk0 [all_outputs]
==> flow_summary_export.csv <==
group,metric,value,unit
final_layout,fin_area,0.00289,mm2
clocking,clk_latency,0.27,ns
run,warnings,40,
global_route,grt.met2_usage,24.0,%
sta,clock_skew,0.00388,ns
power,p_int,602,uW
logic_synthesis,yosysChipArea,0.00244,mm2
clocking,post_cts_resized,0,
floorplanning,io-pin-count,62,
global_route,use_met3,4.71,%
routing,diodes,0,
logic_synthesis,yosysWarnings,3,
clocking,cts_setup_buffers,0,
setup_path,cp.required,3.81,ns
power,power_frac_seq,55.2,%
sta,setup_violations,0,
power,power_leakage,0.00120,uW
setup_path,critPathKind,"input port to register",
sta,finalHoldViolCount,0,
logic_synthesis,synth-edff-count,34,
final_layout,area_delta_synth_final,18.6,%
floorplanning,die_x,71.8,um
placement,placed_cell_area,0.00282,mm2
floorplanning,dieArea,0.00516,mm2
global_route,met1_usage,32.6,%
floorplanning,fp_util,51.9,%
placement,gp_congestion,0.805,
run,maxCapViolations,0,
power,p_sw,188,uW
sta,period_used_share,65.4,%
power,powerDensity,273,mW/mm2
setup_path,cp.arrival,2.46,ns
global_route,grt_overflow_total,0,
logic_synthesis,syn_inst,230,
clocking,cts.sinks,34,
setup_path,cp_max_fo,10,
sta,rsz0062_at_grt,"false",
final_layout,final_cell_mix,"clkdlybuf4s50_1 (41), edfxtp_1 (34), ha_1 (26)",
power,power,790,uW
logic_synthesis,synthArstFlopShare,0,%
sta,slew_headroom,51.8,%
clocking,cts_tree,"built",
sta,report.final.slew_viol_count,0,
sta,fmax,392,MHz
floorplanning,num_rows,25,
floorplanning,core_area,0.00469,mm2
global_route,antenna_found_initial,0,
global_route,grt_usage,17.9,%
placement,port_buffers,41,
global_route,grt_pass1_wl,6880,um
outcome,outcome,"finished, final reports clean",
routing,via_per_inst,4.93,
logic_synthesis,synth_flop_count,34,
clocking,ctsHtreeMaxLevel,2,
clocking,cts_root_buf,"clkbuf_8",
final_layout,layout-drive-gt1-share,6.25,%
routing,drcViolationCount,0,
clocking,path_clk_slew,0.06,ns
routing,totalWireLength,4130,um
global_route,grt_max_degree,19,
power,p_clk_share,28.8,%
logic_synthesis,syn_avg_cell_area,10.6,um2
sta,tightest_slew,0.724,ns
logic_synthesis,syn_area,0.00244,mm2
clocking,ctsHoldBuffers,0,
power,power_frac_comb,16.0,%
setup_path,startpoint_type,"input port",
routing,antenna_left,0,
routing,drt_pre_antenna_iters,4,
sta,hold_slack,0.580,ns
routing,vias,1607,
power,ir_worst_vdd,183,uV
logic_synthesis,synth_seq_share,41.9,%
power,power.share.switching,23.8,%
placement,dp_hpwl,3060,um
worst_hold_path,hp-class,"register to register",
routing,drt_iter0_markers,25,
floorplanning,fp.dieH,71.8,um
routing,wl_per_cell,12.7,um
sta,setup-tns-final,0,ns
global_route,first_global_vias,1496,
clocking,ctsLongestPathBuffers,2,
setup_path,endpoint_kind,"register",
clocking,numCtsBuffers,5,
global_route,busiest_layer,"met1",
final_layout,fillers,400,
logic_synthesis,synthDistinctLibCells,39,
final_layout,layout.cells.most_common,"clkdlybuf4s50_1",
logic_synthesis,yosysCellCount,230,
logic_synthesis,synth-main-ff-cell,"edfxtp_1",
sta,fin_crit,2.55,ns
-- state kept, by name, indices dropped and copies added (netlist names) --
| signal | cells |
|---|---|
| enemy_remained_sword | 5 |
| enemy_HP | 7 |
| enemy_remained_baseballbat | 5 |
| player_remained_sword | 5 |
| player_remained_baseballbat | 5 |
| player_HP | 7 |
-- per-stage QoR --
| stage | setup WS, ns | cells | utilization [%] |
|---|---|---|---|
| 2_1_floorplan | 1.71 | 248 | - |
| 3_3_place_gp | 1.09 | 320 | 60.1 |
| 3_5_place_dp | 1.06 | 320 | 60.1 |
| 4_1_cts | 1.34 | 326 | 61.6 |
| 5_1_grt | 1.23 | 326 | 61.6 |
| 6_report | 1.35 | 326 | 61.6 |
-- cell usage after synthesis, types with 4 or more instances --
library cell / number / share of area [%]
nor2b_1: 4 / 1.0
nor4b_1: 4 / 1.4
a21oi_1: 10 / 2.1
nand2_1: 8 / 1.2
nor2_1: 9 / 1.4
buf_4: 21 / 6.5
ha_1: 26 / 13
nor3_1: 8 / 1.6
inv_1: 23 / 3.5
xor2_1: 16 / 5.7
o21ai_0: 11 / 2.3
mux2i_1: 7 / 2.9
edfxtp_1: 34 / 42
xnor2_1: 12 / 4.3
-- worst paths after layout --
path / startpoint / endpoint / slack [ns] / cells past startpoint
setup / recovery: enemy_choice[0] / player_HP[1] / 1.35 / 4
hold / removal: enemy_HP[1] / enemy_HP[1] / 0.58 / 1
setup reg to reg: enemy_remained_sword[0] / player_HP[1] / 1.79 / 6
hold reg to reg: enemy_HP[1] / enemy_HP[1] / 0.58 / 1
-- per-layer routing --
metal	wire (um)	part of all wire, %
met1	2160	52
met2	1700	41
met3	215	5.2
met4	51	1.2
met5	0	0
-- cell families (layout without fill, tap and decap cells) --
| logic type | Yosys count | after routing | share of synthesized area [%] |
|---|---|---|---|
| buffers and inverters | 51 | 75 | 11.5 |
| other | 2 | 20 | 0.308 |
| XOR/XNOR | 28 | 28 | 10.1 |
| multiplexers | 8 | 8 | 3.34 |
| AND/OR/NAND/NOR | 42 | 42 | 9.03 |
| AND-OR/OR-AND | 39 | 39 | 10.5 |
| adder cells (fa/ha/maj) | 26 | 26 | 13.3 |
| flip-flops | 34 | 34 | 41.9 |
-- power groups by stage --
stage | Combinational (uW) | Sequential, uW | Clock (uW)
5_1_grt | 145 | 439 | 255
6_report | 126 | 436 | 227
4_1_cts | 128 | 437 | 235
-- critical path: stages --
cell and delay (ns):
clkdlybuf4s50_1 0.57, inv_2 0.23, mux2_2 0.35, a21oi_1 0.53
-- area by class of cell --
type	count	area [um2]	area share [%]
multi-input cells	163	1200	41.6
flip-flops and latches	34	1020	35.3
repair buffers	44	433	15.0
inverters	25	93.8	3.25
clock buffers	5	68.8	2.38
well taps	54	67.6	2.34
clock inverters	1	3.75	0.130
No activity file was given, so power comes from the tool's default toggle rates.
